**flow/config.mk**
```make
export PLATFORM = sky130hd
export DESIGN_NAME = regfile
export DESIGN_NICKNAME = regfile
export VERILOG_FILES = /design/flow/design.v
export SDC_FILE = /design/flow/constraint.sdc
export NUM_CORES = 4
export LEC_CHECK = 1
export CORE_UTILIZATION = 30
```
**flow/constraint.sdc**
```tcl
current_design regfile

set clk_period 15.8
set clk_io_pct 0.2

create_clock -name clk0 -period $clk_period [get_ports {clk}]

set non_clock_inputs [all_inputs -no_clocks]
set_input_delay [expr $clk_period * $clk_io_pct] -clock clk0 $non_clock_inputs
set_output_delay [expr $clk_period * $clk_io_pct] -clock clk0 [all_outputs]
```
**flow/design.v**
```verilog
`timescale 1ns/1ps
module regfile (
  input  logic        clk     , 
  input  logic        rst     ,
  input  logic [ 4:0] rs1_addr,
  input  logic [ 4:0] rs2_addr,
  input  logic [ 4:0] rd_addr , 
  input  logic        rd_wren ,
  input  logic [31:0] rd_data ,
  output logic [31:0] rs1_data, 
  output logic [31:0] rs2_data
);
  logic [31:0] register_array [31:0];
  integer i; 
  always_ff @(posedge clk) begin 
    if (rst) begin 
      for (i = 0; i < 32; i = i + 1) begin
        register_array[i] <= 32'h0;
      end
    end else if (rd_wren && (rd_addr != 5'b00000)) begin 
      register_array[rd_addr] <= rd_data;
    end
  end
  assign rs1_data = (rs1_addr == 0) ? 32'h0 : register_array[rs1_addr];
  assign rs2_data = (rs2_addr == 0) ? 32'h0 : register_array[rs2_addr];
endmodule : regfile
```
**flow/run.sh**
```bash
#!/bin/bash
# OpenROAD 26Q1-2900-gdf79404cd8, Yosys 0.63+post, stock flow scripts
make -C /OpenROAD-flow-scripts/flow DESIGN_CONFIG=/design/flow/config.mk WORK_HOME=/design/flow/orfs finish
```
==> impl_metrics.csv <==
group,metric,value,unit
status,status,"complete, no violations",
yosys,edf_count,1024,
yosys,flop_cell,"edfxtp_1",
final_layout,lay_top_cells,"edfxtp_1, and2_1, mux4_2",
floorplan,fp.dieW,427,um
min_path,hold_depth,2,
global_route,grt_pass1_vias,35169,
critical_path,critPathKind,"input pin to output port",
floorplan,fp_util,0.303,
final_layout,fillers,16664,
cts,hold_buffers,0,
timing,rsz0062_at_grt,"no",
final_layout,combGateArea,0.0221,mm^2
placed_design,pre_cts_slack,4.51,ns
final_layout,drive_above_1_share,0.249,
pwr,fin_total_pwr,6480,uW
timing,finalHoldViolations,0,
timing,worst_pin_slew,1.14,ns
cts,cts_resized,0,
yosys,synth_cell_types,42,
critical_path,endpoint,"rs2_data[7]",
critical_path,cp-start-kind,"input pin",
critical_path,required,12.64,ns
routing,num_vias,32591,
yosys,ys_warn_count,1,
timing,max-slew-margin-rel,0.241,
placed_design,io_buffers,113,
pwr,ir_worst_vdd,80.0,uV
yosys,synthDominantCellAreaShare,0.567,
timing,fin_setup_tns,0,ns
yosys,synth_seq_share,0.567,
cts,cts_buffers,105,
timing,slew_viol_final,0,
yosys,ys_area,0.0542,mm^2
yosys,topCellsByArea,"edfxtp_1, mux4_2, and2_1",
floorplan,pin_count,114,
placed_design,place.detailed.hpwl,111000,um
final_layout,lay_top_count,"edfxtp_1",
final_layout,largest_register_ffs,1024,
timing,setup_viol,0,
final_layout,areaGrowthSynthToFinish,13.5,%
global_route,overflow,0,
yosys,async_flop_share,0,
routing,routedWlPerCell,31.5,um
global_route,grt_max_degree,52,
pwr,powerDensity,105,mW/mm^2
run,drv_cap,0,
timing,fin_crit_sh,0.705,
final_layout,largest-register,"register_array",
global_route,grtUsageTotal,0.221,
min_path,hold_class,"input pin to register",
critical_path,cp-startpoint,"rs2_addr[0]",
routing,initialDrtViolationCount,2201,
global_route,grt_first_pass_wirelength,264000,um
yosys,synthCells,3502,
floorplan,die_height,427,um
timing,fmax,0.0897,GHz
floorplan,rows,155,
yosys,yosys-stat-cells,3502,
run,warnings,26,
routing,viasPerCell,5.45,
cts,clkSinkCount,1024,
cts,clkTransAtPathRegs,0.06,ns
placed_design,place.gp.congestion,0.922,
critical_path,cp_data_arrival_time,7.98,ns
critical_path,cp-end-kind,"output port",
yosys,ys.flops,1024,
timing,period_minus_slack,11.14,ns
final_layout,top_regs,"register_array: 1024 flops",
timing,layout_setup_ws,4.66,ns
routing,dr.pass1.iters,7,
cts,tritoncts,"built",
routing,detail-route-antenna-nets,0,
cts,root_buffer,"clkbuf_16",
cts,clk_path_buf_depth,3,
yosys,avgSynthCellArea,15.5,um^2
floorplan,coreArea,0.179,mm^2
routing,drc,0,
cts,post_cts_buffers,0,
cts,cts_max_level,3,
pwr,leakage,0.0206,uW
critical_path,crit_fanout,47,
yosys,netlist_area,0.0542,mm^2
floorplan,dieArea,0.182,mm^2
yosys,largest_area_cell,"edfxtp_1",
global_route,antenna_found_initial,6,
routing,routed_wl,188000,um
final_layout,seq_area,0.0307,mm^2
## layout make-up
type | count | share of cell area
sequential | 1024 | 0.500
multi-input combinational | 2120 | 0.358
tap | 2355 | 0.0479
clock buffer | 135 | 0.0452
timing repair buffer | 291 | 0.0400
clock inverter | 53 | 0.00844
antenna | 4 | 0.000163
inverter | 2 | 0.000122
## worst min-delay path by stage
stage                 start                     to  slack, ns
after CTS               rst  register_array[0][14]       3.07
after global routing    rst   register_array[0][5]       3.09
final                   rst   register_array[0][5]       3.10
## worst max-delay path: stages
cell	delay (ns)
buf_8	0.41
buf_4	0.54
buf_4	0.63
buf_4	0.64
mux4_2	0.58
a22o_1	0.24
a2111oi_1	0.88
buf_4	0.24
nor3_1	0.08
clkdlybuf4s50_1	0.45
## synth_stat cells, types with 16 or more instances
cell	n
edfxtp_1	1024
and2_1	995
mux4_2	472
clkbuf_1	272
mux2i_1	150
o22ai_1	103
nor3_1	54
a22o_1	51
buf_2	44
a2111oi_1	41
nor2_1	36
or2_2	33
buf_4	31
mux2_2	30
buf_6	22
buf_1	18
a22oi_1	16
## routing by layer
| metal | part of all wire | vias to the layer above | global-route usage | routed length (um) |
|---|---|---|---|---|
| met5 | 0.00049 | - | 0.00344 | 92 |
| met4 | 0.050 | 4 | 0.0890 | 9370 |
| met3 | 0.17 | 420 | 0.166 | 32600 |
| met2 | 0.46 | 2451 | 0.331 | 87400 |
| met1 | 0.31 | 16055 | 0.237 | 58900 |
| li1 | - | 13661 | - | - |
## where the power goes
part           total, uW  internal [uW]  switching (uW)
combinational        806            357             449
clock               2460           1400            1070
sequential          3210           3140            73.9
total               6480           4890            1590
## stage by stage
stage	util	area (um^2)	std cells	hold WS, ns
floorplan	-	54300	3533	3.36
global placement	0.325	58200	5792	3.81
detailed placement	0.325	58200	5792	3.82
CTS	0.344	61500	5980	3.07
global route	0.344	61500	5983	3.09
finish	0.344	61500	5984	3.10
## cells by family after synthesis
| family | after synthesis | share of synthesized area |
|---|---|---|
| AND/OR/NAND/NOR | 1177 | 0.133 |
| multiplexers | 652 | 0.230 |
| other | 1 | 0.0000691 |
| buffers and inverters | 389 | 0.0331 |
| AND-OR/OR-AND | 259 | 0.0365 |
| flip-flops | 1024 | 0.567 |
Power and IR drop assume default switching activity.
