--- flow/run.sh ---
#!/bin/bash
# OpenROAD 26Q1-2900-gdf79404cd8, Yosys 0.63+post, stock flow scripts
make -C /OpenROAD-flow-scripts/flow DESIGN_CONFIG=/design/flow/config.mk WORK_HOME=/design/flow/orfs finish
--- flow/design.v ---
`timescale 1ns/1ps
module data_memory #(
  parameter int unsigned DMEM_W = 11
) (
  input  logic [DMEM_W-1:0] addr  ,
  input  logic [3:0]        bmask ,
  input  logic              wr_en ,
  input  logic [31:0]       w_data,
  output logic [31:0]       r_data,
  input  logic              clk  
); 
  logic [3:0][7:0] dmem [0:2**(DMEM_W-2)-1];
  always_ff @(posedge clk) begin : proc_data
    if (wr_en) begin
      if (bmask[0]) begin 
        dmem[addr[DMEM_W-1:2]][0] <= w_data [ 7: 0];  
      end
      if(bmask[1]) begin
        dmem[addr[DMEM_W-1:2]][1] <= w_data [15: 8];  
      end
      if (bmask[2]) begin 
        dmem[addr[DMEM_W-1:2]][2] <= w_data [23:16];
      end
      if (bmask[3]) begin 
        dmem[addr[DMEM_W-1:2]][3] <= w_data [31:24];  
      end
    end
  end
  assign r_data = dmem[addr[DMEM_W-1:2]];
endmodule : data_memory
--- flow/config.mk ---
export PLATFORM = sky130hd
export DESIGN_NAME = data_memory
export DESIGN_NICKNAME = data_memory
export VERILOG_FILES = /design/flow/design.v
export SDC_FILE = /design/flow/constraint.sdc
export NUM_CORES = 4
export LEC_CHECK = 1
export CORE_UTILIZATION = 40
export SYNTH_MEMORY_MAX_BITS = 65536
--- flow/constraint.sdc ---
current_design data_memory

set clk_period 207.5
set clk_io_pct 0.2

create_clock -name clk0 -period $clk_period [get_ports {clk}]

set non_clock_inputs [all_inputs -no_clocks]
set_input_delay [expr $clk_period * $clk_io_pct] -clock clk0 $non_clock_inputs
set_output_delay [expr $clk_period * $clk_io_pct] -clock clk0 [all_outputs]
==> impl_metrics.json <==
{
  "status": "completed",
  "cts_repair_resize_count": 0,
  "start_kind": "input port",
  "worst_ep_required_time_ns": 166.00,
  "coreArea_um2": 1580000,
  "finalCritPeriodShare": 0.443,
  "synthCells": 29921,
  "switching_share": 0.211,
  "grt_pass1_wl_mm": 2650,
  "rsz0062_at_grt": "no",
  "p_leak_nw": 222,
  "top_cells_by_count": "edfxtp_1, mux4_2, nor2_1, mux2i_1, clkbuf_1",
  "fp.dieH_mm": 1.26,
  "worst_ep_arrival_time_ns": 50.38,
  "slew_headroom": 0.0741,
  "tool_warnings": 115,
  "cp_max_fo": 90,
  "drt_wl_total_mm": 1920,
  "ys_warn_count": 1,
  "post_cts_buffers": 0,
  "yosys.stat.seqShare": 0.779,
  "route.detailed.drc": 0,
  "largest_reg_flops": 16384,
  "numCtsBuffers": 1707,
  "worstSetupEndpointType": "output pin",
  "postSynthAreaPerCell_um2": 21.1,
  "port_buffers": 78,
  "ys.flops": 16384,
  "clk_pin_slew_worst_paths_ns": 0.06,
  "timing_hold_violations_final": 0,
  "cts.sinks": 16384,
  "yosysTopAreaCellShare": 0.779,
  "yosysTopAreaCell": "edfxtp_1",
  "grt_max_degree": 138,
  "place_congestion": 0.936,
  "fp_util": 0.401,
  "ant_nets": 0,
  "p_seq_frac": 0.524,
  "edf_count": 16384,
  "cts_tree": "done",
  "grt_pass1_vias": 342314,
  "switchingPower_mw": 1.47,
  "pin_count": 81,
  "area_leaders": "edfxtp_1, mux4_2, mux2i_1",
  "ctsRootBufferMaster": "clkbuf_16",
  "clock_path_buffers": 6,
  "tightest_slew_ns": 1.39,
  "drv_cap": 0,
  "vias_per_cell": 5.81,
  "fin_crit_ns": 91.88,
  "path_class": "in2out",
  "syn_to_final_growth_pct": 13.5,
  "top_cell": "edfxtp_1",
  "setup_tns_ns": 0,
  "rows": 461,
  "vdd_drop_max_uv": 7.27,
  "drive_gt1_frac": 0.236,
  "finish.utilization": 0.455,
  "yosys-stat-area_um2": 632000,
  "die_w_mm": 1.26,
  "slew_viol_final": 0,
  "syn_area_um2": 632000,
  "stdcell_count": 53809,
  "dpl.hpwl_mm": 1250,
  "synthArstFlopShare": 0,
  "synth.distinct_cells": 80,
  "p_comb_frac": 0.048,
  "gr-total-overflow": 0,
  "first_pass_iters": 7,
  "htreeDepth": 7,
  "hp-class": "in2reg",
  "dp.cells": 50441,
  "grt_usage": 0.266,
  "ys_cells": 29921,
  "clock.fmax_ghz": 0.0109,
  "wl_per_cell_um": 35.7,
  "ys.flop_type": "edfxtp_1",
  "chipArea_um2": 1580000,
  "p_int_mw": 5.48,
  "hold_buffers": 0,
  "antenna_found_initial": 180,
  "setup_viol": 0,
  "power_frac_clock": 0.428,
  "power.density_nw_per_um2": 9.69,
  "vias": 312743,
  "drt_iter0_drc": 22446,
  "fill_cells": 127584
}
## power by group through the flow
stage	Sequential, mW	Combinational (mW)	Clock [mW]
final	3.64	0.333	2.97
after global routing	3.64	0.352	3.13
after CTS	3.64	0.333	3.01
## cell usage in the layout (no fill, tap or decap), types with 324 or more instances in the layout
cell type / netlist / routed
o22ai_1: 456 / 456
clkinv_1: 1 / 407
mux2i_1: 1659 / 1659
clkbuf_16: 0 / 1730
a22oi_1: 700 / 700
o21ai_0: 458 / 457
diode_2: 0 / 324
edfxtp_1: 16384 / 16384
nor2_1: 2202 / 2168
clkbuf_1: 797 / 328
nand2_1: 487 / 397
mux4_2: 3460 / 3460
a21oi_1: 459 / 459
buf_4: 151 / 1276
## critical path, stage by stage
cell and delay [ns]:
buf_16 0.29, buf_4 0.74, buf_4 0.51, buf_4 0.48
buf_4 0.45, buf_4 0.55, buf_4 0.66, buf_4 0.58
buf_4 0.53, mux4_2 0.58, mux2i_1 0.25, o22a_1 0.20
o211ai_1 0.40, a221oi_1 0.91, buf_4 0.35, nand4_1 0.21
buf_4 0.31, clkdlybuf4s50_1 0.47
## per-layer routing
metal | up-vias | track usage | wire length (um)
met1 | 158182 | 0.271 | 533000
met3 | 3996 | 0.254 | 417000
met2 | 22304 | 0.362 | 845000
met5 | - | 0.0743 | 14200
met4 | 306 | 0.114 | 110000
li1 | 127955 | - | -
## cell families after synthesis
kind of cell           Yosys count  share of synthesized area
AND-OR/OR-AND                 2856                     0.0303
buffers and inverters         1951                     0.0146
flip-flops                   16384                      0.779
multiplexers                  5364                      0.154
AND/OR/NAND/NOR               3366                     0.0226
## final cells by class
| cell class | instances | area [um^2] | share of cell area |
|---|---|---|---|
| Sequential cell | 16384 | 492000 | 0.686 |
| Multi-Input combinational cell | 11586 | 133000 | 0.185 |
| Clock buffer | 2058 | 44500 | 0.0621 |
| Tap cell | 21066 | 26400 | 0.0368 |
| Timing Repair Buffer | 1399 | 11500 | 0.0160 |
| Clock inverter | 986 | 9240 | 0.0129 |
| Antenna cell | 324 | 811 | 0.00113 |
| Inverter | 6 | 38.8 | 0.0000541 |
## metrics by stage
stage | total power, mW | instance area [um^2] | hold slack [ns] | setup WS, ns
after floorplan | 3.86 | 632000 | 41.60 | 122.06
after global placement | 4.04 | 662000 | 41.92 | 115.48
final | 6.95 | 717000 | 40.57 | 115.62
after detailed placement | 4.04 | 662000 | 41.92 | 115.33
after CTS | 6.98 | 716000 | 40.48 | 115.31
after global routing | 7.12 | 717000 | 40.55 | 115.14
## path summary, 6_finish.rpt
kind / endpoint / cells past startpoint / slack, ns / from
setup / recovery: r_data[7] / 18 / 115.62 / addr[3]
hold / removal: dmem[438][28] / 1 / 40.57 / w_data[28]
Power is estimated from default activity; no workload was simulated.
