`design/flow/config.mk`:
```
export PLATFORM = sky130hd
export DESIGN_NAME = lsu
export DESIGN_NICKNAME = lsu
export VERILOG_FILES = /design/flow/design.v
export SDC_FILE = /design/flow/constraint.sdc
export NUM_CORES = 4
export LEC_CHECK = 1
export CORE_UTILIZATION = 40
```
`design/flow/run.sh`:
```
#!/bin/bash
# OpenROAD 26Q1-2900-gdf79404cd8, Yosys 0.63+post, stock flow scripts
make -C /OpenROAD-flow-scripts/flow DESIGN_CONFIG=/design/flow/config.mk WORK_HOME=/design/flow/orfs finish
```
`design/flow/design.v`:
```
`timescale 1ns/1ps
module input_peri (
    input  logic        rst,
    input  logic [ 7:0] addr,
    input  logic [31:0] io_sw,
    input  logic [ 3:0] io_btn,
    output logic [31:0] rdata
);
  always_comb begin
    if (rst) begin 
   	  rdata = 32'h0;
    end else begin 
      case (addr) 
        8'h00: rdata = io_sw;
        8'h10: rdata = io_btn;
        default: rdata = 32'h0;
      endcase 
    end
  end
endmodule: input_peri 
`timescale 1ns/1ps
module lsu (
  input  logic        clk     ,
  input  logic        rst     ,
  input  logic [15:0] addr    ,
  input  logic [31:0] w_data  ,
  input  logic        wr_en   ,
  input  logic        rd_en   ,
  input  logic [ 3:0] bmask   ,
  input  logic [ 2:0] ld_sel  ,
  output logic [31:0] r_data  ,
  output logic [31:0] io_ledr ,
  output logic [31:0] io_ledg ,
  output logic [ 6:0] io_hex0 ,
  output logic [ 6:0] io_hex1 ,
  output logic [ 6:0] io_hex2 ,
  output logic [ 6:0] io_hex3 ,
  output logic [ 6:0] io_hex4 ,
  output logic [ 6:0] io_hex5 ,
  output logic [ 6:0] io_hex6 ,
  output logic [ 6:0] io_hex7 ,
  output logic [31:0] io_lcd  ,
  output logic        ack     ,
  input  logic [31:0] io_sw   ,
  input  logic [ 3:0] io_btn  , 
  output logic [17:0]   SRAM_ADDR,
  inout        [15:0]   SRAM_DQ  ,
  output logic          SRAM_CE_N,
  output logic          SRAM_WE_N,
  output logic          SRAM_LB_N,
  output logic          SRAM_UB_N,
  output logic          SRAM_OE_N
);
  logic [31:0] rdata_dmem, rd_peri_in, rd_peri, data_rd_temp; 
  logic 	      wr_en_outperi, wr_en_dmem;
  assign wr_en_dmem = wr_en && ~addr[14];
  assign wr_en_outperi = wr_en && addr[14] && (addr[11:8] == 4'b0000);
  sram_IS61WV25616_controller_32b_3lr dmem (
    .i_clk   (clk)       ,
    .i_reset (!rst)      ,
    .i_ADDR  (addr[12:0]),
    .i_WDATA (w_data)    ,
    .i_BMASK (bmask)     ,
    .i_WREN  (wr_en_dmem),
    .i_RDEN  (rd_en)     ,
    .o_RDATA (rdata_dmem),
    .o_ACK   (ack)       , 
    .SRAM_ADDR (SRAM_ADDR),
    .SRAM_DQ   (SRAM_DQ)  ,
    .SRAM_CE_N (SRAM_CE_N),
    .SRAM_WE_N (SRAM_WE_N),
    .SRAM_LB_N (SRAM_LB_N),
    .SRAM_UB_N (SRAM_UB_N),
    .SRAM_OE_N (SRAM_OE_N)
  );
  output_peri peri_out (
    .clk       (clk)          ,
    .rst       (rst)          ,
    .addr      (addr[7:0])    ,
    .w_data    (w_data)       ,
    .wr_en     (wr_en_outperi),
    .bmask     (bmask)        ,
    .rd_data   (rd_peri)	    ,	
    .io_ledr   (io_ledr)	  ,
    .io_ledg   (io_ledg)      ,
    .io_hex0   (io_hex0) 	    ,
    .io_hex1   (io_hex1)      ,
    .io_hex2   (io_hex2)      ,
    .io_hex3   (io_hex3)      ,
    .io_hex4   (io_hex4)      ,
    .io_hex5   (io_hex5)      ,
    .io_hex6   (io_hex6)      ,
    .io_hex7   (io_hex7)      ,
    .io_lcd    (io_lcd)          
  );
  input_peri per_in (
    .rst    (rst)      ,
    .addr   (addr[7:0]),
    .io_sw  (io_sw)    ,
    .io_btn (io_btn)   ,
    .rdata  (rd_peri_in)
  );
  assign data_rd_temp = (~addr[14]) ? rdata_dmem : (addr[11:8] == 4'b0000) ? rd_peri : (addr[11:8] == 4'b1000) ? rd_peri_in : 32'h0;
  always_comb begin 
    case (ld_sel) 
      3'b000: r_data = {{24{data_rd_temp[7]}},data_rd_temp[7:0]};    
      3'b001: r_data = {{16{data_rd_temp[15]}},data_rd_temp[15:0]};  
      3'b010: r_data = data_rd_temp;                                 
      3'b011: r_data = {24'h0,data_rd_temp[7:0]};                    
      3'b100: r_data = {16'h0,data_rd_temp[15:0]};                   
      default: r_data = 32'h0; 
    endcase 
  end 
endmodule : lsu
`timescale 1ns/1ps
module output_peri (
  input  logic        clk    ,
  input  logic        rst    ,
  input  logic [ 7:0] addr   ,
  input  logic [31:0] w_data ,
  input  logic        wr_en  ,
  input  logic [ 3:0] bmask  ,
  output logic [31:0] rd_data,
  output logic [ 6:0] io_hex0,
  output logic [ 6:0] io_hex1,
  output logic [ 6:0] io_hex2,
  output logic [ 6:0] io_hex3,
  output logic [ 6:0] io_hex4,
  output logic [ 6:0] io_hex5,
  output logic [ 6:0] io_hex6,
  output logic [ 6:0] io_hex7,
  output logic [31:0] io_ledr,
  output logic [31:0] io_ledg,
  output logic [31:0] io_lcd 
);
  always_ff @(posedge clk) begin 
    if (rst) begin 
      io_ledr <= 0;
      io_ledg <= 0;
      io_hex0 <= 0;
      io_hex1 <= 0;
      io_hex2 <= 0;
      io_hex3 <= 0;
      io_hex4 <= 0;
      io_hex5 <= 0;
      io_hex6 <= 0;
      io_hex7 <= 0;
      io_lcd  <= 0;
    end else if (wr_en) begin 
      case (addr)
      8'h00: begin
        if (bmask[3]) io_ledr[31:24] <= w_data[31:24];
        if (bmask[2]) io_ledr[23:16] <= w_data[23:16];
        if (bmask[1]) io_ledr[15: 8] <= w_data[15: 8];
        if (bmask[0]) io_ledr[ 7: 0] <= w_data[ 7: 0];
      end
      8'h10: begin
        if (bmask[3]) io_ledg[31:24] <= w_data[31:24];
        if (bmask[2]) io_ledg[23:16] <= w_data[23:16];
        if (bmask[1]) io_ledg[15: 8] <= w_data[15: 8];
        if (bmask[0]) io_ledg[ 7: 0] <= w_data[ 7: 0];
      end
      8'h20: begin
        if (bmask[3]) io_hex3 <= w_data[30:24];
        if (bmask[2]) io_hex2 <= w_data[22:16];
        if (bmask[1]) io_hex1 <= w_data[14: 8];
        if (bmask[0]) io_hex0 <= w_data[ 6: 0];
      end
      8'h24: begin
        if (bmask[3]) io_hex7 <= w_data[30:24];
        if (bmask[2]) io_hex6 <= w_data[22:16];
        if (bmask[1]) io_hex5 <= w_data[14: 8];
        if (bmask[0]) io_hex4 <= w_data[ 6: 0];
      end
      8'h30: begin
        if (bmask[3]) io_lcd[31:24] <= w_data[31:24];
        if (bmask[2]) io_lcd[23:16] <= w_data[23:16];
        if (bmask[1]) io_lcd[15: 8] <= w_data[15: 8];
        if (bmask[0]) io_lcd[ 7: 0] <= w_data[ 7: 0];
      end
      default: begin 
        io_ledr <= io_ledr;
        io_ledg <= io_ledg;
        io_hex0 <= io_hex0;
        io_hex1 <= io_hex1;
        io_hex2 <= io_hex2;
        io_hex3 <= io_hex3;
        io_hex4 <= io_hex4;
        io_hex5 <= io_hex5;
        io_hex6 <= io_hex6;
        io_hex7 <= io_hex7;
        io_lcd  <= io_lcd;
      end
      endcase
    end
  end
  always_comb begin 
  case (addr)
    8'h00: rd_data = io_ledr;
    8'h10: rd_data = {{24{1'b0}},io_ledg};
	 8'h20: rd_data = {1'b0, io_hex3, 1'b0, io_hex2, 1'b0, io_hex1, 1'b0, io_hex0};
	 8'h24: rd_data = {1'b0, io_hex7, 1'b0, io_hex6, 1'b0, io_hex5, 1'b0, io_hex4};
    8'h30: rd_data = io_lcd;
    default: rd_data = 0;
  	endcase 
  end
endmodule : output_peri
module sram_IS61WV25616_controller_32b_3lr (
  input  logic [17:0]   i_ADDR   ,
  input  logic [31:0]   i_WDATA  ,
  input  logic [ 3:0]   i_BMASK  ,
  input  logic          i_WREN   ,
  input  logic          i_RDEN   ,
  output logic [31:0]   o_RDATA  ,
  output logic          o_ACK    ,
  output logic [17:0]   SRAM_ADDR,
  inout  logic [15:0]   SRAM_DQ  ,
  output logic          SRAM_CE_N,
  output logic          SRAM_WE_N,
  output logic          SRAM_LB_N,
  output logic          SRAM_UB_N,
  input  logic          SRAM_OE_N,
  input logic i_clk,
  input logic i_reset
);
  typedef enum logic [2:0] {
      StIdle
    , StWrite
    , StWriteAck
    , StRead0
    , StRead1
    , StReadAck
  } sram_state_e;
  sram_state_e sram_state_d;
  sram_state_e sram_state_q;
  logic [17:0] addr_d;
  logic [17:0] addr_q;
  logic [31:0] wdata_d;
  logic [31:0] wdata_q;
  logic [31:0] rdata_d;
  logic [31:0] rdata_q;
  logic [ 3:0] bmask_d;
  logic [ 3:0] bmask_q;
  always_comb begin : proc_detect_state
    case (sram_state_q)
      StIdle, StWriteAck, StReadAck: begin
        if (i_WREN ~^ i_RDEN) begin
          sram_state_d = StIdle;
          addr_d       = addr_q;
          wdata_d      = wdata_q;
          rdata_d      = rdata_q;
          bmask_d      = bmask_q;
        end
        else begin
          sram_state_d = i_WREN ? StWrite : StRead0;
          addr_d       = i_ADDR & 18'h3FFFE;
          wdata_d      = i_WREN ? i_WDATA : wdata_q;
          rdata_d      = rdata_q;
          bmask_d      = i_BMASK;
        end
      end
      StWrite: begin
        sram_state_d = StWriteAck;
        addr_d       = addr_q | 18'h1;
        wdata_d      = wdata_q;
        rdata_d      = rdata_q;
        bmask_d      = bmask_q;
      end
      StRead0: begin
        sram_state_d = StRead1;
        addr_d       = addr_q | 18'h1;
        wdata_d      = wdata_q;
        rdata_d      = {rdata_q[31:16], SRAM_DQ};
        bmask_d      = bmask_q;
      end
      StRead1: begin
        sram_state_d = StReadAck;
        addr_d       = addr_q;
        wdata_d      = wdata_q;
        rdata_d      = {SRAM_DQ, rdata_q[15:0]};
        bmask_d      = bmask_q;
      end
      default: begin
        sram_state_d = StIdle;
        addr_d       = '0;
        wdata_d      = '0;
        rdata_d      = '0;
        bmask_d      = '0;
      end
    endcase
  end
  always_ff @(posedge i_clk) begin
    if (!i_reset) begin
      sram_state_q <= StIdle;
    end
    else begin
      sram_state_q <= sram_state_d;
    end
  end
  always_ff @(posedge i_clk) begin
    if (!i_reset) begin
      addr_q  <= '0;
      wdata_q <= '0;
      rdata_q <= '0;
      bmask_q <= 4'b0000;
    end
    else begin
      addr_q  <= addr_d;
      wdata_q <= wdata_d;
      rdata_q <= rdata_d;
      bmask_q <= bmask_d;
    end
  end
  always_comb begin : proc_output
    SRAM_ADDR = addr_q;
    SRAM_DQ   = 'z;
    SRAM_WE_N = 1'b1;
    SRAM_CE_N = 1'b1;
    case (sram_state_q)
      StWrite, StRead0: begin
        {SRAM_UB_N, SRAM_LB_N} = ~bmask_q[1:0];
      end
      StWriteAck, StRead1, StReadAck: begin
        {SRAM_UB_N, SRAM_LB_N} = ~bmask_q[3:2];
      end
      default: begin
        {SRAM_UB_N, SRAM_LB_N} = ~bmask_q[1:0];
      end
    endcase
    if (sram_state_q == StWrite) begin
      SRAM_DQ   = wdata_q[15:0];
      SRAM_WE_N = 1'b0;
    end
    if (sram_state_q == StWriteAck) begin
      SRAM_DQ   = wdata_q[31:16];
      SRAM_WE_N = 1'b0;
    end
    if (sram_state_q != StIdle) begin
      SRAM_CE_N = 1'b0;
    end
  end
  assign o_RDATA = rdata_q;
  assign o_ACK  = (sram_state_q == StWriteAck) || (sram_state_q == StReadAck);
endmodule : sram_IS61WV25616_controller_32b_3lr
```
`design/flow/constraint.sdc`:
```
current_design lsu

set clk_period 11.2
set clk_io_pct 0.2

create_clock -name clk0 -period $clk_period [get_ports {clk}]

set non_clock_inputs [all_inputs -no_clocks]
set_input_delay [expr $clk_period * $clk_io_pct] -clock clk0 $non_clock_inputs
set_output_delay [expr $clk_period * $clk_io_pct] -clock clk0 [all_outputs]
```
==> flow_summary.ini <==
; synthesis and place-and-route metrics
[critical_path]
cp.required_ns = 8.96
crit_path_start_kind = input port
critPathLaunch = addr[5]
rr_worst_depth = 5
r2r-end = dmem.wdata_q[1]
r2r_slack_ns = 8.92
crit_path_end = r_data[29]
r2r_start = dmem.sram_state_q[2]
end_kind = primary output
setup.worst_path.class = in -> out
worst-path-max-fanout = 41
cp_data_arrival_time_ns = 5.54

[flow_run]
warnings = 27
maxCapViolCount = 0

[die]
chipArea_um2 = 27700
core_area_um2 = 26300
io_pins = 319
rows = 59
fp.dieH_um = 166
fp_util = 0.411
die_w_um = 166

[final_timing]
slew_headroom = 0.461
rsz0062_at_grt = false
final_max_slew_viol_count = 0
setup_viol = 0
worst_clock_skew_ns = 0.00772
tightest_slew_ns = 0.808
hold_violations = 0
min_period_ns = 7.78
fmax_ghz = 0.129
fin_crit_sh = 0.695
final.setup.tns_ns = 0

[placement]
portBuffers = 294
dp_cells = 1862
hpwl_mm = 30.4
gp_congestion = 0.941

[grt]
grt-ovfl-total = 0
antenna_found_initial = 0
track_usage = 0.311
grt_max_degree = 74
grt_pass1_wl_mm = 63.3
first_global_vias = 10300

[power]
sequentialPowerShare = 0.430
clkPwrFrac = 0.488
intPower_mw = 1.56
combPwrFrac = 0.082
p_switching_mw = 0.465
p_leak_nw = 5.29
pwr_density_cell_nw_per_um2 = 137
ir_drop_mv = 0.124
p_sw_frac = 0.229

[detailed_routing]
postRouteAntennaNets = 0
remaining_drc_errors = 0
post_drt_wl_per_cell_um = 22.2
drt-initial-drc-count = 1186
via_per_inst = 5.70
drt_wl_total_mm = 42.4
diodes = 0
drt_pass1_iterations = 23
num_vias = 10900

[clocking]
cts_hold_buffers = 0
cts-htree-levels = 1
cts_root_buffer = clkbuf_16
cts_setup_buffers = 0
clkLatencyLatePin_ns = 0.53
post_cts_resized = 0
clockBufferDepth = 3
cts_tree = yes
cts.sinks = 236
cts.clk_slew.worst_paths_ns = 0.06
cts_buffers = 27

[logic_synthesis]
ys.flop_type = dfxtp_1
synth_top_cell_by_area = dfxtp_1
yosys_warnings = 7
ys_async_sr_fraction = 0
synth_area_um2 = 10800
ys_seq_frac = 0.438
syn_avg_cell_area_um2 = 8.25
synth.most_common_cell = dfxtp_1
common_cells = dfxtp_1, nand2_1, a21oi_1
edf_count = 0
ys_cells = 1308
synth-seq-cells = 236
synth_cells = 1308
netlist.area_leader.share = 0.438
ys_chip_area_um2 = 10800
topCellsByArea = dfxtp_1, a21oi_1, nand2_1
synth_cell_types = 54

[finish]
syn_to_final_growth_pct = 37.5
layout-drive-gt1-share = 0.0737
instances_no_fill = 1910

[min_path]
hp-class = reg -> reg

[outcome]
run_status = finished clean
==> kinds of logic (layout without fill, tap and decap cells) <==
logic type	after synthesis	in the layout	share of synthesized area
AND/OR/NAND/NOR	413	413	0.176
AND-OR/OR-AND	468	468	0.258
buffers and inverters	106	368	0.0481
other	1	6	0.000347
XOR/XNOR	1	1	0.000811
multiplexers	82	82	0.0779
adder cells (fa/ha/maj)	1	1	0.00116
flip-flops	236	236	0.438
==> state kept, by name (all words and copies together), names as in the netlist, 4 cells and up <==
| signal | cells |
|---|---|
| dmem.rdata_q | 32 |
| dmem.wdata_q | 32 |
| peri_out.io_lcd | 32 |
| peri_out.io_ledg | 32 |
| peri_out.io_ledr | 32 |
| dmem.addr_q | 13 |
| peri_out.io_hex0 | 7 |
| peri_out.io_hex1 | 7 |
| peri_out.io_hex2 | 7 |
| peri_out.io_hex3 | 7 |
| peri_out.io_hex4 | 7 |
| peri_out.io_hex5 | 7 |
| peri_out.io_hex6 | 7 |
| peri_out.io_hex7 | 7 |
| dmem.bmask_q | 4 |
==> worst min path at each step <==
| stage | start | endpoint | slack, ns | cells after the start |
|---|---|---|---|---|
| CTS | peri_out.io_hex7[5] | peri_out.io_hex7[5] | 0.47 | 2 |
| global route | dmem.addr_q[4] | dmem.addr_q[4] | 0.49 | 1 |
| finish | peri_out.io_hex6[2] | peri_out.io_hex6[2] | 0.47 | 2 |
==> through the flow <==
stage | cell area (um2) | util | power [mW] | setup WS (ns) | hold slack [ns]
detailed placement | 13800 | 0.527 | 1.05 | 3.45 | 0.463
floorplan | 10800 | - | 0.955 | 5.00 | 0.426
finish | 14800 | 0.565 | 2.03 | 3.42 | 0.467
global placement | 13800 | 0.527 | 1.05 | 3.48 | 0.454
CTS | 14800 | 0.565 | 2.04 | 3.42 | 0.469
global route | 14800 | 0.565 | 2.09 | 3.21 | 0.490
==> area by class of cell <==
cell class	count	area, um2
inverters	3	11.3
fillers	2369	11400
flip-flops and latches	236	4720
clock inverters	14	249
multi-input cells	971	5590
well taps	335	419
repair buffers	317	3100
clock buffers	34	752
==> layout by cell type, fill, tap and decap left out, types with 7 or more instances in the layout <==
cell type | netlist | final
o21ai_0 | 84 | 84
mux2_2 | 16 | 16
a21oi_1 | 177 | 177
nand2_1 | 218 | 218
dfxtp_1 | 236 | 236
a22oi_1 | 59 | 59
nand3_1 | 9 | 9
clkbuf_16 | 0 | 27
clkdlybuf4s50_1 | 0 | 291
nor2_8 | 8 | 8
nor2_1 | 131 | 131
bufinv_16 | 0 | 7
a22o_1 | 34 | 34
a222oi_1 | 8 | 8
o2bb2ai_1 | 12 | 12
o211ai_1 | 18 | 18
buf_4 | 6 | 24
o21ai_1 | 61 | 61
mux2i_1 | 66 | 66
==> metal layers <==
metal / wire (um) / GRT usage
met1: 17400 / 0.433
met2: 19700 / 0.486
met3: 3830 / 0.0745
met4: 1520 / 0.103
met5: 0 / 0
==> power by group through the flow <==
stage	Sequential (mW)	Combinational, mW	Clock (mW)
4_1_cts	0.871	0.166	1.00
5_1_grt	0.873	0.179	1.04
6_report	0.872	0.166	0.991
==> critical path, stage by stage <==
cell and delay, ns:
clkdlybuf4s50_1 0.45, buf_4 0.40, nor4b_1 0.53, and3_1 0.23
buf_4 0.37, o21ai_1 0.33, o211ai_1 0.27, o211ai_1 0.11
nand2_1 0.09, clkdlybuf4s50_1 0.48
No activity file was given, so power comes from the tool's default toggle rates.
